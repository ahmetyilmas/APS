[config.mk]
export PLATFORM = sky130hd
export DESIGN_NAME = ALU
export DESIGN_NICKNAME = ALU
export VERILOG_FILES = /design/flow/design.v
export SDC_FILE = /design/flow/constraint.sdc
export NUM_CORES = 4
export LEC_CHECK = 1
export CORE_AREA = 10 10 70 70
export DIE_AREA = 0 0 80 80
[constraint.sdc]
current_design ALU

set clk_period 1.3
set clk_io_pct 0.2

create_clock -name clk0 -period $clk_period

set non_clock_inputs [all_inputs -no_clocks]
set_input_delay [expr $clk_period * $clk_io_pct] -clock clk0 $non_clock_inputs
set_output_delay [expr $clk_period * $clk_io_pct] -clock clk0 [all_outputs]
[design.v]
`timescale 1ns / 1ps
module ALU(
    input [7:0]ALUinA,
    input [7:0]ALUinB,
    input [1:0]inSel,
    output reg [7:0]ALUout,
    output reg cout,
    output zeroFlag
    );
    wire [7:0]andWire;
    wire [7:0]addWire;
    wire [7:0]xorWire;
    wire [7:0]LSWire;
    wire addCarry;
    wire shiftCarry;
    And andModule(
        .a(ALUinA),
        .b(ALUinB),
        .r(andWire)
    );
    Xor xorModule (
        .a(ALUinA),
        .b(ALUinB),
        .r(xorWire)
    );
    Add addModule (
        .a(ALUinA),
        .b(ALUinB),
        .r(addWire),
        .cout(addCarry)
    );
    LeftShift shiftModule (
        .a(ALUinA),
        .r(LSWire),
        .cout(shiftCarry)
        );
    zeroComparator ZeroComparator (
        .a(ALUout),
        .Z(zeroFlag)
        );
    always @(*) begin
        case (inSel)
            2'b00 : ALUout <= andWire;
            2'b01 : ALUout <= xorWire;
            2'b10 : ALUout <= addWire;
            2'b11 : ALUout <= LSWire;
        endcase
        case (inSel)
            2'b00 : cout <= 1'b0;
            2'b01 : cout <= 1'b0;
            2'b10 : cout <= addWire;
            2'b11 : cout <= LSWire;
        endcase
    end
endmodule
`timescale 1ns / 1ps
module Add(
    input [7:0]a,
    input [7:0]b,
    output [7:0]r,
    output cout
    );
    logic [8:0]sum;
    always begin
        sum[8:0] <= a[7:0] + b[7:0];
    end
    assign r[7:0] = sum[7:0];
    assign cout = sum[8];
endmodule
`timescale 1ns / 1ps
module And(
    input [7:0]a,
    input [7:0]b,
    output [7:0]r
    );
    assign r = a & b;
endmodule
`timescale 1ns / 1ps
module LeftShift(
    input reg [7:0]a,
    output [7:0]r,
    output reg cout
    );
    always @(*) begin
        cout <= a[7];
        a <= a << 1'b1;
    end
endmodule
`timescale 1ns / 1ps
module Xor(
    input [7:0]a,
    input [7:0]b,
    output [7:0]r
    );
    assign r = a ^ b;
endmodule
`timescale 1ns / 1ps
module zeroComparator(
    input [7:0]a,
    output Z
    );
    assign Z = &a ? 0 : 1;
endmodule
[run.sh]
#!/bin/bash
# OpenROAD 26Q1-2900-gdf79404cd8, Yosys 0.63+post, stock flow scripts
make -C /OpenROAD-flow-scripts/flow DESIGN_CONFIG=/design/flow/config.mk WORK_HOME=/design/flow/orfs finish
==> run_summary.xml <==
<?xml version="1.0" encoding="UTF-8"?>
<metrics>
  <group name="run_status">
    <metric name="run_status" unit="">aborted with a tool error</metric>
    <metric name="haltStage" unit="">1_2_yosys</metric>
    <metric name="error_line" unit="">ERROR: Found 8 problems in &#x27;check -assert&#x27;.</metric>
  </group>
  <group name="synthesis">
    <metric name="post-synth-top-area-fraction" unit="%">36.6</metric>
    <metric name="xor_share" unit="%">0</metric>
    <metric name="post_synth_fa_ha_maj_area_fraction" unit="%">7.63</metric>
    <metric name="yosys_cells" unit="">23</metric>
    <metric name="yosys.stat.chipArea" unit="µm²">164</metric>
    <metric name="post_synth_num_cell_types" unit="">10</metric>
    <metric name="yosys.area_share.aoi" unit="%">0</metric>
    <metric name="area_leaders" unit="">sky130_fd_sc_hd__buf_4 (37%), sky130_fd_sc_hd__nor2b_1 (27%), sky130_fd_sc_hd__ha_1 (7.6%)</metric>
    <metric name="main_logic_family" unit="">simple AND/OR/NAND/NOR gates</metric>
    <metric name="yosys.area.top_type" unit="">sky130_fd_sc_hd__buf_4</metric>
    <metric name="synth-warning-count" unit="">3</metric>
    <metric name="synthSimpleGateAreaFrac" unit="%">51.1</metric>
    <metric name="share_of_the_yosys_chip_area_belonging_to_registers" unit="%">0</metric>
    <metric name="muxShareOfSynthArea" unit="%">0</metric>
  </group>
</metrics>
synthesized netlist by cell type (all sizes together):
cell type and instances:
buf 8, nor2b 8, and2 1, and3 1, and4 1, conb 1, ha 1, inv 1
nand3 1
kinds of logic after synthesis:
family / after synthesis
and+or+nand+nor: 12
buffers and inverters: 9
adders and majority gates: 1
other: 1
