<file path="flow/design.v">
`timescale 1ns / 1ps
module RB(
    input [7:0]InA,
    input [7:0]InB,
    input [7:0]CUconst,
    input [7:0]ALUout,
    input [2:0]InMuxAdd,
    input writeEn,
    input [3:0] regAdd,
    input clk,
    input res,
    output [7:0]Out,
    output [7:0]ALUinA,
    output [7:0]ALUinB,
    output [3:0]OutMuxAdd
    );
    reg [7:0]register[15:0];
    logic [7:0]InMuxWire;
    logic [7:0]OutMuxWire;
    always @(posedge clk or posedge res) begin
        if(res)
            for(int i = 0; i < 15; i++)
                register[i] <= 8'b0;
        else begin
            if(writeEn)
                register[regAdd] <= InMuxWire;
            case(InMuxAdd)
                3'b000 : InMuxWire = InA;
                3'b001 : InMuxWire = InB;
                3'b010 : InMuxWire = CUconst;
                3'b011 : InMuxWire = ALUout;
                default : InMuxWire = OutMuxWire;
            endcase
            OutMuxWire = register[OutMuxAdd];
        end
    end
    assign Out = register[0];
    assign ALUinA = register[1];
    assign ALUinB = register[2];
endmodule
</file>
<file path="flow/run.sh">
#!/bin/bash
# OpenROAD 26Q1-2900-gdf79404cd8, Yosys 0.63+post, stock flow scripts
make -C /OpenROAD-flow-scripts/flow DESIGN_CONFIG=/design/flow/config.mk WORK_HOME=/design/flow/orfs finish
</file>
<file path="flow/config.mk">
export PLATFORM = sky130hd
export DESIGN_NAME = RB
export DESIGN_NICKNAME = RB
export VERILOG_FILES = /design/flow/design.v
export SDC_FILE = /design/flow/constraint.sdc
export NUM_CORES = 4
export LEC_CHECK = 1
export CORE_UTILIZATION = 40
</file>
<file path="flow/constraint.sdc">
current_design RB

set clk_period 1.7
set clk_io_pct 0.2

create_clock -name clk0 -period $clk_period [get_ports {clk}]

set non_clock_inputs [all_inputs -no_clocks]
set_input_delay [expr $clk_period * $clk_io_pct] -clock clk0 $non_clock_inputs
set_output_delay [expr $clk_period * $clk_io_pct] -clock clk0 [all_outputs]
</file>
==> results.sh <==
# source this file to load flow results
export IMPL_post_cts_resized=0
export IMPL_fp_dieH_um=69.1
export IMPL_grt_antenna_before_repair=0
export IMPL_synth_area_per_cell_um2=14.6
export IMPL_end_kind="flop"
export IMPL_root_buffer="clkbuf_8"
export IMPL_floorplan_rows=24
export IMPL_vias=1207
export IMPL_drtIter0Drc=25
export IMPL_viasPerCell=4.81
export IMPL_synth_warnings=6
export IMPL_irDropWorstVdd_v=0.000668
export IMPL_setup_violations=0
export IMPL_grt_pass1_vias=1288
export IMPL_clkSinkCount=40
export IMPL_drive_above_1_share=0.317
export IMPL_status="finished clean"
export IMPL_crit_type="input pin to flop"
export IMPL_areaGrowthSynthToFinish_pct=47.8
export IMPL_grt_overflow=0
export IMPL_r2r_start="InMuxWire[3]"
export IMPL_hold_violations=0
export IMPL_setup_tns_final_ns=0
export IMPL_fp_dieW_um=69.1
export IMPL_warning_count=25
export IMPL_ys_types=17
export IMPL_core_mm2=0.00435
export IMPL_whs_ns=0.396
export IMPL_p_leak_nw=1.09
export IMPL_syn_inst=123
export IMPL_wire_per_inst_um=14.1
export IMPL_maxCapViolations=0
export IMPL_first_pass_iters=2
export IMPL_crit_fanout=4
export IMPL_grt_first_pass_wirelength_mm=6.20
export IMPL_drv_slew=0
export IMPL_n_fill_cell=341
export IMPL_chipArea_mm2=0.00477
export IMPL_ys_seq_frac=0.600
export IMPL_max_freq_ghz=0.629
export IMPL_path_clk_slew_ns=0.08
export IMPL_yosysCellCount=123
export IMPL_top_cell_area_share=0.334
export IMPL_r2r_cells=1
export IMPL_ant_nets=0
export IMPL_hp_class="input pin to asynchronous set/reset pin"
export IMPL_critPathRequiredTime_ns=1.87
export IMPL_rsz0062_at_grt="false"
export IMPL_final_cell_mix="clkdlybuf4s50_1 (65), mux2_2 (40), dfrtp_1 (24)"
export IMPL_synth_flops=40
export IMPL_reg2reg_to="register[0][3]"
export IMPL_netlist_area_mm2=0.00180
export IMPL_finalCritPeriodShare=0.936
export IMPL_startpoint_type="input pin"
export IMPL_area_leaders="dfrtp_1 (33%), edfxtp_1 (27%), mux2_2 (25%)"
export IMPL_ctsHoldBuffers=0
export IMPL_worstPathArrival_ns=1.76
export IMPL_clockBufferDepth=2
export IMPL_wl_mm=3.53
export IMPL_cts_max_level=2
export IMPL_power_density_mw_per_mm2=1010
export IMPL_fin_skew_ns=0.0102
export IMPL_place_congestion=0.760
export IMPL_worstSkewPairLatency_ns=0.29
export IMPL_r2r_slack_ns=0.86
export IMPL_diodes=0
export IMPL_cts_tree="yes"
export IMPL_drc=0
export IMPL_dp_hpwl_mm=2.81
export IMPL_layout_min_cycle_time_ns=1.59
export IMPL_ys_area_mm2=0.00180
export IMPL_postCtsSetupRepairBufs=0
export IMPL_numPortBuffers=65
export IMPL_flop_area_mm2=0.00108
export IMPL_grt_max_degree=41
export IMPL_grtUsageTotal=0.167
export IMPL_cts_buffers=5
export IMPL_lay_top_count="clkdlybuf4s50_1"
export IMPL_initCoreUtil=0.414
export IMPL_combGateArea_um2=627
export IMPL_io_pins=70
export IMPL_yosysTopAreaCell="dfrtp_1"
## area by class of cell
type,count,share of cell area
clock inverters,3,0.0179
multi-input cells,67,0.236
flip-flops and latches,40,0.406
clock buffers,5,0.0259
repair buffers,75,0.277
well taps,52,0.0244
inverters,9,0.0127
## flip-flops by register name, summed over array words and instances, names as in the netlist
register	count
InMuxWire	8
OutMuxWire	8
register	24
## through the flow
stage / cells / setup WS, ns / power (mW) / util / area, um^2
global placement: 243 / -0.179 / 1.95 / 0.584 / 2540
floorplan: 126 / 0.152 / 1.51 / - / 1810
finish: 251 / 0.109 / 2.70 / 0.611 / 2660
global route: 251 / 0.0443 / 2.85 / 0.611 / 2660
detailed placement: 243 / -0.201 / 1.96 / 0.584 / 2540
CTS: 251 / 0.101 / 2.74 / 0.611 / 2660
## worst max-delay path: stages
cell and delay, ns:
clkdlybuf4s50_1 0.45, nor4b_4 0.33, and2b_1 0.18, buf_4 0.13
mux2_2 0.32
## kinds of logic (layout without fill, tap and decap cells)
family / after synthesis / in the layout / share of synthesized area
buffers and inverters: 19 / 92 / 0.0577
flip-flops: 40 / 40 / 0.600
AND-OR/OR-AND: 16 / 16 / 0.0500
multiplexers: 40 / 40 / 0.250
other: 1 / 4 / 0.00208
AND/OR/NAND/NOR: 7 / 7 / 0.0396
## per-layer routing
layer	vias to the layer above	track usage	routed length, um
met3	2	0.0326	146
li1	589	-	-
met5	-	0	0
met2	25	0.256	1690
met1	591	0.278	1680
met4	0	0.0113	6
## how the worst max path moves through the flow
stage / start / end / slack, ns / depth (start not counted)
5_1_grt: regAdd[1] / register[0][2] / 0.04 / 5
4_1_cts: regAdd[1] / register[0][1] / 0.10 / 5
6_report: regAdd[1] / register[0][1] / 0.11 / 5
## Yosys cell counts, drive strengths merged
cell	count
o22ai	8
clkbuf	2
nor4b	2
or2	1
nand2b	1
mux2	40
dfrtp	24
a21oi	8
conb	1
and2b	1
buf	8
edfxtp	16
inv	9
nand2	2
## report_power, final
part           switching [mW]  leakage, nW  internal, mW
registers               0.112        0.451          1.22
clock network           0.324       0.0583         0.442
logic                   0.125        0.576         0.478
Power is estimated from default activity; no workload was simulated.
